## config.mk

```make
export PLATFORM = sky130hd
export DESIGN_NAME = clock_divider
export DESIGN_NICKNAME = clock_divider
export VERILOG_FILES = /design/flow/design.v
export SDC_FILE = /design/flow/constraint.sdc
export NUM_CORES = 4
export LEC_CHECK = 1
export CORE_AREA = 10 10 104 104
export DIE_AREA = 0 0 114 114
```

## constraint.sdc

```tcl
current_design clock_divider

set clk_period 4.6
set clk_io_pct 0.2

create_clock -name clk0 -period $clk_period [get_ports {clk}]

set non_clock_inputs [all_inputs -no_clocks]
set_input_delay [expr $clk_period * $clk_io_pct] -clock clk0 $non_clock_inputs
set_output_delay [expr $clk_period * $clk_io_pct] -clock clk0 [all_outputs]
```

## design.v

```verilog
module exam1_C(
    input wire clk,  
    input wire rst,
    input wire en,
    input wire set,
    input wire up,
    input wire down,
    input wire [15:0] sw,
    output wire [3:0] DIGIT,
    output wire [6:0] DISPLAY,
    output reg [15:0] led
);
endmodule
module SevenSegment(
	output reg [6:0] display,
	output reg [3:0] digit,
	input wire [15:0] nums,
	input wire rst,
	input wire clk
);
    reg [15:0] clk_divider;
    reg [3:0] display_num;
    always @ (posedge clk, posedge rst) begin
    	if (rst) begin
    		clk_divider <= 15'b0;
    	end else begin
    		clk_divider <= clk_divider + 15'b1;
    	end
    end
    always @ (posedge clk_divider[15], posedge rst) begin
    	if (rst) begin
    		display_num <= 4'b0000;
    		digit <= 4'b1111;
    	end else begin
    		case (digit)
    			4'b1110 : begin
    					display_num <= nums[7:4];
    					digit <= 4'b1101;
    				end
    			4'b1101 : begin
						display_num <= nums[11:8];
						digit <= 4'b1011;
					end
    			4'b1011 : begin
						display_num <= nums[15:12];
						digit <= 4'b0111;
					end
    			4'b0111 : begin
						display_num <= nums[3:0];
						digit <= 4'b1110;
					end
    			default : begin
						display_num <= nums[3:0];
						digit <= 4'b1110;
					end				
    		endcase
    	end
    end
    always @ (*) begin
    	case (display_num)
    		0 : display = 7'b1000000;	 
			1 : display = 7'b1111001;    
			2 : display = 7'b0100100;    
			3 : display = 7'b0110000;    
			4 : display = 7'b0011001;    
			5 : display = 7'b0010010;    
			6 : display = 7'b0000010;    
			7 : display = 7'b1111000;    
			8 : display = 7'b0000000;    
			9 : display = 7'b0010000;	 
			10: display = 7'b0001000;	 
			11: display = 7'b1111001;	 
			13: display = 7'b1000001;	 
			14: display = 7'b0010010;	 
			15: display = 7'b0000110;	 
			default : display = 7'b1111111;
    	endcase
    end
endmodule
module clock_divider(clk, clk_div);   
    parameter n = 26;     
    input clk;   
    output clk_div;   
    reg [n-1:0] num;
    wire [n-1:0] next_num;
    always@(posedge clk)begin
    	num <= next_num;
    end
    assign next_num = num +1;
    assign clk_div = num[n-1];
endmodule
module debounce (pb_debounced, pb, clk); 
	output pb_debounced;
	input pb;
	input clk; 
	reg [3:0] DFF;
	always @(posedge clk) begin 
		DFF[3:1] <= DFF[2:0]; 
		DFF[0] <= pb; 
	end
	assign pb_debounced = ((DFF == 4'b1111) ? 1'b1 : 1'b0);
endmodule
module onepulse(pb_debounced, clk, pb_1pulse);	
	input pb_debounced;	
	input clk;	
	output pb_1pulse;	
	reg pb_1pulse;	
	reg pb_debounced_delay;	
	always@(posedge clk) begin
		pb_1pulse <= pb_debounced & (! pb_debounced_delay);
		pb_debounced_delay <= pb_debounced;
	end	
endmodule
```

## run.sh

```bash
#!/bin/bash
# OpenROAD 26Q1-2900-gdf79404cd8, Yosys 0.63+post, stock flow scripts
make -C /OpenROAD-flow-scripts/flow DESIGN_CONFIG=/design/flow/config.mk WORK_HOME=/design/flow/orfs finish
```

==> flow_summary.yaml <==
# flow metrics
outcome:
  status: "completed"
logic_synthesis:
  netlist_top_cells_count: "dfxtp_1 (26), xnor2_1 (17), nand2_1 (8)"
  yosysTopAreaCellShare: 0.514
  top_area_cell: "dfxtp_1"
  syn_area_per_cell_sq_um: 10.6
  topCellsByArea: "dfxtp_1 (51%), xnor2_1 (15%), xor2_1 (6.0%)"
  edf_count: 0
  ys.flops: 26
  ys_warn_count: 1
  syn_inst: 96
  synth.most_common_cell: "dfxtp_1"
  ys_cells: 96
  ys_chip_area_sq_um: 1010
  async_reset_ff_frac: 0
  syn_area_sq_um: 1010
  ys_types: 19
  postSynthSeqShare: 0.514
  synthFlopType: "dfxtp_1"
worst_setup_path:
  critical-path-max-stage-delay_ns: 0.47
  crit_fanout: 2
  worst-path-buf-inv: 1
  arrival_ns: 1.08
  r2r_cells: 5
  critical_path.endpoint_type: "output port"
  ff2ff_setup_slack_ns: 2.99
  timing.rr.end: "num[10]$_DFF_P_"
  critPathLaunch: "num[25]$_DFF_P_"
  cp_num_cells: 1
  crit_chain: "clkdlybuf4s50_1"
  required_ns: 3.68
  critPathKind: "flip-flop to output port"
  critPathSlowestCell: "clkdlybuf4s50_1"
  worstReg2RegStart: "num[0]$_DFF_P_"
  crit_family: "buffers and inverters"
  crit_end: "clk_div"
  start_kind: "flip-flop"
global_routing:
  grt_pass1_wl_mm: 2.39
  first_global_vias: 533
  track_usage: 0.0213
  grt_max_degree: 15
  grt-ovfl-total: 0
  antenna_found_initial: 0
clock_tree:
  cts_setup_buffers: 0
  hold_buffers: 0
  cts_buffers: 3
  cts_tree: "yes"
  root_buffer: "clkbuf_8"
  max-clock-path-buffers: 2
  htreeDepth: 1
  cts_resized: 0
  clock-sinks: 26
  cts.clk_slew.worst_paths_ns: 0.08
  insertion_delay_ns: 0.26
final_layout:
  top_regs: "num x26"
  area_delta_synth_final_pct: 19.3
  drive_gt1_frac: 0.0900
  largest_reg_flops: 26
  top_register: "num"
final_timing:
  tns_ns: 0
  min_period_over_period: 0.435
  clock.fmax_ghz: 0.500
  rsz0062_at_grt: "false"
  fin_worst_skew_ns: 0.00471
  slew_headroom: 0.718
  hold_viol: 0
  drv_slew: 0
  hold-worst-slack_ns: 0.401
  setup_viol: 0
  period_needed_ns: 2.00
  worst_pin_slew_ns: 0.420
route:
  drtIter0Drc: 14
  num_vias: 614
  antenna_cells_inserted: 0
  viasPerCell: 2.95
  drc: 0
  firstDrtPassIters: 4
  wl_per_cell_um: 6.24
  drt-total-wl_mm: 1.30
  drtAntennaViolNets: 0
die:
  die_y_um: 114
  die_w_um: 114
  ios: 2
  chipArea_sq_um: 13000
  fp_util: 0.117
  rows: 34
  core-area_sq_um: 8680
flow_run:
  cap_violations: 0
  tool_warnings: 25
place:
  port_buffers: 1
  gp_congestion: 0.765
  dp_hpwl_um: 962
power_and_ir_drop:
  vdd_ir_drop_max_uv: 217
  powerDensity_nw_per_um2: 303
  p_leak_nw: 0.402
worst_hold_path:
  holdCritPathClass: "flip-flop to flip-flop"
per-stage QoR:
step,instance area (sq um),utilization,worst slack (ns),power [mW],cells
final,1210,0.139,2.60,0.366,208
after global routing,1210,0.139,2.54,0.383,208
after CTS,1210,0.139,2.57,0.371,208
after detailed placement,1150,0.133,2.88,0.230,204
after global placement,1150,0.133,2.89,0.230,204
after floorplan,1010,-,3.12,0.230,96
report_power, final:
part | switching, mW | leakage (nW) | internal [mW]
Sequential | 0 | 0.209 | 0.225
Combinational | 0 | 0.164 | 0
Clock | 0.0649 | 0.0288 | 0.0763
Total | 0.0649 | 0.402 | 0.301
cell families (layout without fill, tap and decap cells):
group | after synthesis | in the layout | synth area share
DFF | 26 | 26 | 0.514
and+or+nand+nor | 41 | 41 | 0.251
xor gates and xnor gates | 24 | 24 | 0.207
adders and majority gates | 1 | 1 | 0.0123
buffers and inverters | 4 | 8 | 0.0160
worst min-delay path by stage:
stage | from | endpoint | slack [ns] | cells past startpoint
CTS | num[0]$_DFF_P_ | num[0]$_DFF_P_ | 0.41 | 1
finish | num[0]$_DFF_P_ | num[0]$_DFF_P_ | 0.40 | 1
global route | num[0]$_DFF_P_ | num[0]$_DFF_P_ | 0.43 | 1
area by class of cell:
type                    count  area (sq um)
well taps                 108           135
flip-flops and latches     26           520
repair buffers              1          10.0
clock buffers               4          55.1
multi-input cells          66           477
inverters                   3          11.3
fillers                   996          7470
per-layer routing:
layer,share of wire,up-vias,global-route usage
met1,0.57,276,0.0318
li1,-,335,-
met5,0,-,0
met2,0.39,3,0.0292
met4,0,0,0.00167
met3,0.041,0,0.00851
placed cells by master, fill, tap and decap left out, drive strengths merged, types with 2 or more instances in the layout:
cell type / n
nand2: 8
xnor2: 17
clkbuf: 4
nor2: 5
dfxtp: 26
and3: 3
nor3: 3
or2: 2
nand3: 7
inv: 3
xor2: 7
nand4: 8
worst reg2reg max path, delay by kind of cell, from the launching register on:
family | cells | cell delay (ns)
DFF | 1 | 0.36
adders and majority gates | 1 | 0.21
and+or+nand+nor | 3 | 0.83
xor gates and xnor gates | 1 | 0.12
Power and IR drop assume default switching activity.
